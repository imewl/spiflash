[flow/run.sh]
#!/bin/bash
# OpenROAD 26Q1-2900-gdf79404cd8, Yosys 0.63+post, stock flow scripts
make -C /OpenROAD-flow-scripts/flow DESIGN_CONFIG=/design/flow/config.mk WORK_HOME=/design/flow/orfs finish
[flow/config.mk]
export PLATFORM = sky130hd
export DESIGN_NAME = qspi_ctrl_reg
export DESIGN_NICKNAME = qspi_ctrl_reg
export VERILOG_FILES = /design/flow/design.v
export SDC_FILE = /design/flow/constraint.sdc
export NUM_CORES = 4
export LEC_CHECK = 1
export CORE_UTILIZATION = 40
[flow/constraint.sdc]
current_design qspi_ctrl_reg

set clk_period 11.4
set clk_io_pct 0.2

create_clock -name clk0 -period $clk_period [get_ports {ahb_clk_i}]

set non_clock_inputs [all_inputs -no_clocks]
set_input_delay [expr $clk_period * $clk_io_pct] -clock clk0 $non_clock_inputs
set_output_delay [expr $clk_period * $clk_io_pct] -clock clk0 [all_outputs]
[flow/design.v]
module qspi_ctrl_reg (
				ahb_rst_i,
                ahb_clk_i,
                qspi_addr_i,
                qspi_val_i,
				qspi_rd_i,
                qspi_ben_i,
                qspi_wdata_i,
                qspi_rdata_o,
				qspi_ack_o,
				qspi_busy_i,
				qspi_indi_op_st_o,
				qspi_prescal_o,
				qspi_dlr_o,
				qspi_fmode_o,
				qspi_dmode_o,
				qspi_adsize_o,
				qspi_admode_o,
				qspi_imode_o,
				qspi_instruction_o,
				qspi_address_o,
				wr_fifo_clr_o,
				wr_fifo_wrreq_o,
				wr_fifo_dat_o,
				wr_fifo_full_i,
				rd_fifo_rdreq_o,
                rdfifo_rdata_i,
				rdfifo_empt_i,
				qspi_cs_n_i
  );
input           ahb_rst_i;
input           ahb_clk_i;
input [31:0]    qspi_addr_i;
input           qspi_val_i;
input           qspi_rd_i;
input [3:0]     qspi_ben_i;
input [31:0]    qspi_wdata_i;
output[31:0]    qspi_rdata_o;
output          qspi_ack_o;
input           qspi_busy_i;
output          qspi_indi_op_st_o;
output [7:0]    qspi_prescal_o;
output [31:0]   qspi_dlr_o;
output [1:0]    qspi_fmode_o;
output [1:0]    qspi_dmode_o;
output [1:0]    qspi_adsize_o;
output [1:0]    qspi_admode_o;
output [1:0]    qspi_imode_o;
output [7:0]    qspi_instruction_o;
output [31:0]   qspi_address_o;
output        wr_fifo_clr_o;
output        wr_fifo_wrreq_o;
output [7:0]  wr_fifo_dat_o;
input         wr_fifo_full_i;
output        rd_fifo_rdreq_o;
input [7:0]   rdfifo_rdata_i;
input         rdfifo_empt_i;
input         qspi_cs_n_i;
reg            qspi_ack_o;
wire [31:0]    qspi_ccr;
wire           wr_qspi_cr;
wire           wr_qspi_dlr;
wire           wr_qspi_ccr;
wire           wr_qspi_ar;
wire           wr_qspi_dr;
wire           rd_qspi_ccr;
wire           rd_qspi_dr;
reg            qspi_indi_op_st_o;
reg            rd_fifo_rdreq_o;
reg            rd_fifo_rdreq_reg;
reg            wr_fifo_wrreq_o;
reg            wr_qspi_dr_reg;
parameter      IDLE        = 4'h0, 
               RD_DAT      = 4'h1,
               RD_DAT_ACK  = 4'h2,
			   WR_DAT      = 4'h5,
			   WR_DAT_ACK  = 4'h6;
reg [31:0]     qspi_rdata_o;
reg [3:0]      fifo_op_state;
reg [3:0]      fifo_op_cnt;
reg [31:0]     rd_dat_r;
reg [31:0]     wr_dat_r;
reg [7:0]      qspi_prescal_o, qspi_prescal_r; 
reg [31:0]     qspi_dlr_o;  
reg [1:0]      qspi_fmode_o, qspi_fmode_r;
reg [1:0]      qspi_dmode_o, qspi_dmode_r;
reg [1:0]      qspi_adsize_o, qspi_adsize_r;
reg [1:0]      qspi_admode_o, qspi_admode_r;
reg [1:0]      qspi_imode_o, qspi_imode_r;  
reg[7:0]       qspi_instruction_o, qspi_instruction_r;
reg [31:0]     qspi_address_o, qspi_address_r;  
assign      wr_qspi_cr  = qspi_val_i && (!qspi_rd_i) && (qspi_addr_i[15:0] == 16'h0000);
assign      wr_qspi_dlr = qspi_val_i && (!qspi_rd_i) && (qspi_addr_i[15:0] == 16'h0010);
assign      wr_qspi_ccr = qspi_val_i && (!qspi_rd_i) && (qspi_addr_i[15:0] == 16'h0014);
assign      wr_qspi_ar  = qspi_val_i && (!qspi_rd_i) && (qspi_addr_i[15:0] == 16'h0018);
assign      wr_qspi_dr  = qspi_val_i && (!qspi_rd_i) && (qspi_addr_i[15:0] == 16'h0020);
assign      rd_qspi_ccr = qspi_val_i && (qspi_rd_i)  && (qspi_addr_i[15:0] == 16'h0014);
assign      rd_qspi_dr  = qspi_val_i && (qspi_rd_i)  && (qspi_addr_i[15:0] == 16'h0020);
always @ (posedge ahb_clk_i or negedge ahb_rst_i) begin
  if(!ahb_rst_i) begin
    qspi_dlr_o    <=  32'h0;
  end
  else begin
    if(wr_qspi_dlr && (!qspi_busy_i)) begin
	  if(qspi_ben_i[3]) begin
	    qspi_dlr_o[31:24] <=  qspi_wdata_i[31:24];
	  end
	  if(qspi_ben_i[2]) begin
	    qspi_dlr_o[23:16] <=  qspi_wdata_i[23:16];
	  end
	  if(qspi_ben_i[1]) begin
	    qspi_dlr_o[15:8] <=  qspi_wdata_i[15:8];
	  end
	  if(qspi_ben_i[0]) begin
	    qspi_dlr_o[7:0] <=  qspi_wdata_i[7:0];
	  end
	end
  end
end
always @ (posedge ahb_clk_i or negedge ahb_rst_i) begin
  if(!ahb_rst_i) begin
    qspi_prescal_r    <=  8'h0;
  end
  else begin
    if(wr_qspi_cr && (!qspi_busy_i)) begin
	  if(qspi_ben_i[3]) begin
	    qspi_prescal_r <=  qspi_wdata_i[31:24];
	  end
	end
  end
end
always @ (posedge ahb_clk_i or negedge ahb_rst_i) begin
  if(!ahb_rst_i) begin
    qspi_prescal_r    <=  8'h0;
  end
  else begin
    if(wr_qspi_cr && (!qspi_busy_i)) begin
	  if(qspi_ben_i[3]) begin
	    qspi_prescal_r <=  qspi_wdata_i[31:24];
	  end
	end
  end
end
always @ (posedge ahb_clk_i or negedge ahb_rst_i) begin
  if(!ahb_rst_i) begin
    qspi_fmode_r          <=  2'h0;
    qspi_dmode_r          <=  2'h0;
	qspi_adsize_r         <=  2'h0;
    qspi_admode_r         <=  2'h0;
    qspi_imode_r          <=  2'h0;
    qspi_instruction_r    <=  8'h0;
  end
  else begin
    if(wr_qspi_ccr && (!qspi_busy_i)) begin
	  if(qspi_ben_i[3]) begin
	    qspi_fmode_r       <=   qspi_wdata_i[27:26];
	    qspi_dmode_r       <=   qspi_wdata_i[25:24];
	  end
	  if(qspi_ben_i[1]) begin
	    qspi_adsize_r       <=  qspi_wdata_i[13:12];
	    qspi_admode_r       <=  qspi_wdata_i[11:10];
	    qspi_imode_r        <=  qspi_wdata_i[9:8];
	  end
	  if(qspi_ben_i[0]) begin
	    qspi_instruction_r  <=  qspi_wdata_i[7:0];
	  end
	end
  end
end
always @ (posedge ahb_clk_i or negedge ahb_rst_i) begin
  if(!ahb_rst_i) begin
	qspi_address_r        <=  32'h0;
  end
  else begin
    if(wr_qspi_ar && (!qspi_busy_i)) begin
	  if(qspi_ben_i[3]) begin
	    qspi_address_r[31:24]   <=  qspi_wdata_i[31:24];
	  end
	  if(qspi_ben_i[2]) begin
	    qspi_address_r[23:16]   <=  qspi_wdata_i[23:16];
	  end
	  if(qspi_ben_i[1]) begin
	    qspi_address_r[15:8]   <=  qspi_wdata_i[15:8];
	  end
	  if(qspi_ben_i[0]) begin
	    qspi_address_r[7:0]   <=  qspi_wdata_i[7:0];
	  end
	end
  end
end
always@(*) begin
  if(wr_qspi_ar && (!qspi_busy_i) && qspi_ben_i[0])
    qspi_address_o[7:0]  = qspi_wdata_i[7:0];
  else
    qspi_address_o  = qspi_address_r;
  if(wr_qspi_ar && (!qspi_busy_i) && qspi_ben_i[1])
    qspi_address_o[15:8]  = qspi_wdata_i[15:8];
  else
    qspi_address_o  = qspi_address_r;
  if(wr_qspi_ar && (!qspi_busy_i) && qspi_ben_i[2])
    qspi_address_o[23:16]  = qspi_wdata_i[23:16];
  else
    qspi_address_o  = qspi_address_r;
  if(wr_qspi_ar && (!qspi_busy_i) && qspi_ben_i[3])
    qspi_address_o[31:24]  = qspi_wdata_i[31:24];
  else
    qspi_address_o  = qspi_address_r;
  if(wr_qspi_cr && (!qspi_busy_i) && qspi_ben_i[3]) begin
    qspi_prescal_o  = qspi_wdata_i[31:24];
  end
  else begin
    qspi_prescal_o = qspi_prescal_r;
  end
  if(wr_qspi_ccr && (!qspi_busy_i) && qspi_ben_i[3]) begin
    qspi_fmode_o  = qspi_wdata_i[27:26];
	qspi_dmode_o  = qspi_wdata_i[25:24];
  end
  else begin
    qspi_fmode_o  = qspi_fmode_r;
    qspi_dmode_o  = qspi_dmode_r;
  end
  if(wr_qspi_ccr && (!qspi_busy_i) && qspi_ben_i[1]) begin
    qspi_adsize_o = qspi_wdata_i[13:12];
    qspi_admode_o = qspi_wdata_i[11:10];
	qspi_imode_o  = qspi_wdata_i[9:8];
  end
  else begin
    qspi_adsize_o = qspi_adsize_r;
    qspi_admode_o = qspi_admode_r;
    qspi_imode_o  = qspi_imode_r;
  end
  if(wr_qspi_ccr && (!qspi_busy_i) && qspi_ben_i[0])
    qspi_instruction_o  = qspi_wdata_i[7:0];
  else
    qspi_instruction_o  = qspi_instruction_r;
end				
always@(*) begin
  if(rd_qspi_ccr) begin
    qspi_rdata_o = qspi_ccr;
  end
  else if(rd_qspi_dr && qspi_ack_o) begin
    qspi_rdata_o = rd_dat_r;
  end
  else begin
    qspi_rdata_o = 32'h0;
  end
end
assign qspi_ccr  = {22'h0,qspi_imode_o, qspi_instruction_o};
always @ (posedge ahb_clk_i or negedge ahb_rst_i) begin
  if(!ahb_rst_i) begin
    qspi_indi_op_st_o  <= 1'b0;
  end
  else if(wr_qspi_ccr && (!qspi_busy_i) && qspi_ben_i[0] && (qspi_imode_o != 2'b00) &&       
  (qspi_admode_o == 2'b00) && ((qspi_fmode_o == 2'b01) || (qspi_dmode_o == 2'b00))  ) begin  
    qspi_indi_op_st_o  <= 1'b1;
  end
  else if(wr_qspi_ar && (!qspi_busy_i) && (qspi_ben_i != 4'h0) && (qspi_admode_o != 2'b00) &&       
  ((qspi_fmode_o == 2'b01) || (qspi_dmode_o == 2'b00))  ) begin                                     
    qspi_indi_op_st_o  <= 1'b1;
  end
  else if(wr_qspi_dr && (!qspi_busy_i) && (qspi_ben_i != 4'h0) && (qspi_admode_o != 2'b00) &&       
  ((qspi_fmode_o == 2'b00) || (qspi_dmode_o != 2'b00))  ) begin                                     
    qspi_indi_op_st_o  <= 1'b1;
  end
  else begin
    qspi_indi_op_st_o  <= 1'b0;
  end
end
always @ (posedge ahb_clk_i or negedge ahb_rst_i) begin
  if(!ahb_rst_i) begin
    fifo_op_state <= IDLE;
	fifo_op_cnt   <= 4'h0;
  end
  else begin
    case(fifo_op_state)
	IDLE: begin
	  fifo_op_cnt   <= 4'h0;
	  if(rd_qspi_dr && (qspi_fmode_o == 2'b01)) begin
	    fifo_op_state <= RD_DAT;
	  end
	  else if(wr_qspi_dr && (qspi_fmode_o == 2'b00)) begin
	    fifo_op_state <= WR_DAT;
	  end
	end
	RD_DAT: begin
	  case(qspi_ben_i)
	  4'hf: begin
	    if(fifo_op_cnt == 4'h4)
		  fifo_op_state  <= RD_DAT_ACK;
		else if(rdfifo_empt_i) begin
		  fifo_op_cnt  <= fifo_op_cnt + 1'b1;
		end
		else begin
		  if(qspi_cs_n_i) begin
		    fifo_op_state  <= RD_DAT_ACK;
		  end
		end
	  end
	  4'h3: begin
	    fifo_op_cnt  <= fifo_op_cnt + 1'b1;
		if(fifo_op_cnt == 4'h2)
		  fifo_op_state  <= RD_DAT_ACK;
	  end
	  4'h1: begin
	    fifo_op_cnt      <= fifo_op_cnt + 1'b1;
		if(fifo_op_cnt == 4'h1)
		  fifo_op_state  <= RD_DAT_ACK;
	  end
	  4'h0: begin
	    fifo_op_state  <= RD_DAT_ACK;
	  end
	  endcase
	end
	RD_DAT_ACK: begin
	  fifo_op_cnt      <= 4'h0;
      fifo_op_state    <= IDLE;
	end
	WR_DAT: begin
	  case(qspi_ben_i)
	  4'hf: begin
	    if(fifo_op_cnt == 4'h4)
		  fifo_op_state  <= WR_DAT_ACK;
		else if(wr_fifo_full_i) begin
		  fifo_op_cnt  <= fifo_op_cnt + 1'b1;
		end
      end
	  4'h3: begin
	    if(fifo_op_cnt == 4'h2)
		  fifo_op_state  <= WR_DAT_ACK;
		else if(wr_fifo_full_i) begin
		  fifo_op_cnt  <= fifo_op_cnt + 1'b1;
		end
      end
	  4'h1: begin
	    if(fifo_op_cnt == 4'h1)
		  fifo_op_state  <= WR_DAT_ACK;
		else if(wr_fifo_full_i) begin
		  fifo_op_cnt  <= fifo_op_cnt + 1'b1;
		end
	  end
	  4'h0: begin
	    fifo_op_state  <= WR_DAT_ACK;
	  end
	  endcase
	end
	WR_DAT_ACK: begin
	  fifo_op_cnt      <= 4'h0;
      fifo_op_state    <= IDLE;
	end
	endcase
  end
end
always@(*) begin
  rd_fifo_rdreq_o  =  1'b1;
  wr_fifo_wrreq_o  =  1'b1;
  case(fifo_op_state)
  IDLE: begin
    if(rd_qspi_dr && rdfifo_empt_i ) begin
	  rd_fifo_rdreq_o  =  1'b0;
	end
  end
  RD_DAT: begin
    case(qspi_ben_i)
	4'hf: begin
	  if((fifo_op_cnt != 4'h4) && rdfifo_empt_i) begin
	    rd_fifo_rdreq_o  =  1'b0;
	  end
	end
	4'h3: begin
	  if((fifo_op_cnt != 4'h2) && rdfifo_empt_i) begin
	    rd_fifo_rdreq_o  =  1'b0;
	  end
  	end
	4'h1: begin
	  if((fifo_op_cnt != 4'h1) && rdfifo_empt_i) begin
	    rd_fifo_rdreq_o  =  1'b0;
	  end
	end
	endcase
  end
  WR_DAT: begin
    case(qspi_ben_i)
	4'hf: begin
	  if((fifo_op_cnt != 4'h4) && wr_fifo_full_i) begin
	    wr_fifo_wrreq_o  =  1'b0;
	  end
	end
	4'h3: begin
	  if((fifo_op_cnt != 4'h2) && wr_fifo_full_i) begin
	    wr_fifo_wrreq_o  =  1'b0;
	  end
  	end
	4'h1: begin
	  if((fifo_op_cnt != 4'h1) && wr_fifo_full_i) begin
	    wr_fifo_wrreq_o  =  1'b0;
	  end
	end
	endcase
  end
  endcase
end
always @ (posedge ahb_clk_i or negedge ahb_rst_i) begin
  if(!ahb_rst_i) begin
    rd_fifo_rdreq_reg  <= 1'b1;
	rd_dat_r           <= 32'h0;
	wr_dat_r           <= 32'h0;
	wr_qspi_dr_reg     <= 1'b0;
  end
  else begin
    rd_fifo_rdreq_reg  <= rd_fifo_rdreq_o;
	wr_qspi_dr_reg     <= wr_qspi_dr;
	if(!rd_fifo_rdreq_reg) begin
	  rd_dat_r         <= {rd_dat_r[23:0], rdfifo_rdata_i};
	end
	if(wr_qspi_dr && (!wr_qspi_dr_reg))
	  wr_dat_r         <= qspi_wdata_i;
	else if(!wr_fifo_wrreq_o)
	  wr_dat_r         <= {8'h00, wr_dat_r[31:8]};
  end
end
assign   wr_fifo_dat_o = wr_dat_r[7:0];
always@(*) begin
	if (!qspi_val_i) begin 
	  qspi_ack_o = 1'b0; 
    end
	else if(rd_qspi_dr)	 begin 
	  if(fifo_op_state == RD_DAT_ACK)
	    qspi_ack_o = 1'b1;  
	  else
	    qspi_ack_o = 1'b0; 
	end
	else if(wr_qspi_dr) begin
	  if(fifo_op_state == WR_DAT_ACK)
	    qspi_ack_o = 1'b1;  
	  else
	    qspi_ack_o = 1'b0; 
	end
	else begin 
	  qspi_ack_o = 1'b1; 
    end
end
assign   wr_fifo_clr_o  =  1'b1;
endmodule
==> results.json <==
{
  "outcome": "finished clean",
  "worst_pin_slew_ns": 0.734,
  "cts_tree": "done",
  "ys_seq_elements": 166,
  "path_cells": "clkdlybuf4s50_1 > nor4_2 > nand4_1 > nor3b_2 > and2_1 > nand2_1 > mux2_2 > clkdlybuf4s50_1",
  "hold_end": "qspi_address_r[17]",
  "clk-insertion-delay-late_ns": 0.43,
  "design_area_sq_um": 10400,
  "edf_count": 0,
  "antenna_cells": 0,
  "wirelength_um": 19000,
  "min_period_ns": 7.73,
  "top_cells_by_count": "dfrtp_1 (164), mux2_2 (139), nand2_1 (60)",
  "hp-start": "qspi_address_r[17]",
  "ios": 219,
  "p_per_area_nw_per_um2": 118,
  "power_frac_seq": 0.481,
  "crit_arrival_ns": 5.45,
  "most_common_cell": "dfrtp_1",
  "setup_viol": 0,
  "n_fill_cell": 1502,
  "hold_violations": 0,
  "clock-sinks": 166,
  "internal_power_mw": 0.950,
  "slowest_delay_ns": 0.54,
  "dpl_cell_area_sq_um": 9790,
  "hold_depth": 2,
  "yosysWarnings": 9,
  "grt_pass1_wl_um": 30900,
  "cts_buffer_depth": 2,
  "fp_util": 0.408,
  "fp.dieH_um": 140,
  "clkTransAtPathRegs_ns": 0.07,
  "antenna_found_initial": 0,
  "rsz0062_at_grt": "no",
  "setup_tns_ns": 0,
  "drc": 0,
  "peakVddDrop_mv": 0.101,
  "avgSynthCellArea_sq_um": 12.1,
  "yosys.area.top_type": "dfrtp_1",
  "ys_cells": 628,
  "maxSlewViolCount": 0,
  "hold_buffers": 0,
  "crit_path_start_kind": "primary input",
  "core-area_sq_um": 18600,
  "clkPwrFrac": 0.475,
  "ys_seq_share": 0.547,
  "critPathRequiredTime_ns": 9.12,
  "globalRouteOverflowTotal": 0,
  "setup_slack_ns": 3.67,
  "die-width_um": 140,
  "min_path_type": "flop to flop",
  "async_flop_share": 1.00,
  "post_cts_buffers": 0,
  "min_period_over_period": 0.678,
  "post_drt_wl_per_cell_um": 17.8,
  "ant_nets": 0,
  "endpoint_kind": "output port",
  "hold_slack_ns": 0.463,
  "hpwlAfterDp_um": 14100,
  "drt_pre_antenna_iters": 4,
  "synth_area_sq_um": 7600,
  "reg2regPathDepth": 8,
  "cts_resized": 0,
  "cp_max_fo": 9,
  "ys.flop_type": "dfrtp_1",
  "grt_pass1_vias": 5572,
  "grt_usage": 0.210,
  "drv_cap": 0,
  "fin_worst_skew_ns": 0.00467,
  "finalNonFillerCells": 1068,
  "yosysUniqueCellTypes": 50,
  "switching_share": 0.228,
  "portBuffers": 201,
  "grt_max_degree": 80,
  "layout-drive-gt1-share": 0.233,
  "max_freq_mhz": 129,
  "worstSetupPathType": "primary input to output port",
  "fin_util": 0.558,
  "tool_warnings": 44,
  "top_cell_area_share": 0.540,
  "pwr-share-comb": 0.044,
  "reg2reg_slack_ns": 9.13,
  "area_delta_synth_final_pct": 36.8,
  "drt-initial-drc-count": 239,
  "synthTopCellsByArea": "dfrtp_1 (54%), mux2_2 (21%), mux2i_1 (3.6%)",
  "pre_cts_ws_ns": 3.68,
  "htree_levels": 4,
  "vias": 5463,
  "gp_congestion": 0.838,
  "die-area_sq_um": 19600,
  "cts_inserted_buffers": 17,
  "slew_headroom": 0.510,
  "placedCellCount": 1036,
  "ys_area_sq_um": 7600,
  "reg2reg_from": "fifo_op_cnt[0]",
  "netSwitchingPower_mw": 0.281,
  "cts_root_buffer": "clkbuf_16",
  "r2r-end": "wr_dat_r[7]",
  "power_mw": 1.23,
  "slowest_stage": "nor3b_2",
  "p_leak_nw": 5.03,
  "fp-row-count": 50,
  "syn_inst": 628,
  "crit_top_cell": "clkdlybuf4s50_1",
  "via_per_inst": 5.12
}
==> critical path, delay by kind of cell <==
family	cells	cell delay, ns
buffers and inverters	2	0.89
AND/OR/NAND/NOR	5	2.04
multiplexers	1	0.24
==> cell usage in the layout (no fill, tap or decap), drive strengths merged, types with 2 or more instances in the layout <==
cell type | synthesis | final
nor2b | 2 | 2
nor3b | 3 | 3
dfstp | 2 | 2
mux2i | 27 | 27
or4 | 2 | 2
a221o | 2 | 2
o21ai | 8 | 8
buf | 19 | 7
and2 | 26 | 26
mux2 | 140 | 140
inv | 10 | 16
ha | 4 | 4
clkinv | 0 | 5
and3 | 2 | 2
nor3 | 15 | 15
o211ai | 2 | 2
dfrtp | 164 | 164
nand2 | 61 | 61
a21oi | 28 | 28
a22o | 12 | 12
or3 | 2 | 2
nor4 | 3 | 3
or2 | 2 | 2
clkdlybuf4s50 | 0 | 200
nor2 | 44 | 44
bufinv | 0 | 2
nand3 | 13 | 13
clkbuf | 14 | 18
nand4 | 6 | 6
==> cells by family (layout without fill, tap and decap cells) <==
group | count (synthesis) | in the layout | share of synthesized area
buf+inv | 43 | 249 | 0.0267
fa+ha+maj | 4 | 4 | 0.00658
simple gates | 187 | 187 | 0.126
flops | 166 | 166 | 0.547
mux | 167 | 167 | 0.243
compound gates | 60 | 60 | 0.0504
other cells | 1 | 1 | 0.000493
==> layout make-up <==
| cell class | count | area, sq um | share of cell area |
|---|---|---|---|
| clock inverter | 14 | 168 | 0.0161 |
| timing repair buffer | 207 | 2060 | 0.198 |
| inverter | 10 | 37.5 | 0.00361 |
| clock buffer | 18 | 439 | 0.0422 |
| sequential | 166 | 4160 | 0.400 |
| multi-input combinational | 419 | 3240 | 0.312 |
| tap | 234 | 293 | 0.0282 |
==> how the worst max path moves through the flow <==
stage | start | to | slack (ns) | cells after the start
5_1_grt | qspi_addr_i[13] | qspi_address_o[16] | 3.50 | 8
4_1_cts | qspi_addr_i[9] | qspi_address_o[16] | 3.66 | 8
6_report | qspi_addr_i[9] | qspi_address_o[16] | 3.67 | 8
==> routing by layer <==
metal  track usage  routed length, um  vias to the layer above  part of all wire
met4        0.0353                393                        0             0.021
met5             0                  0                        -                 0
met3        0.0291                736                       22             0.039
li1              -                  -                     2599                 -
met2         0.335               9320                      119              0.49
met1         0.325               8520                     2723              0.45
==> power by group through the flow <==
stage	combinational [mW]	sequential [mW]	clock [mW]
5_1_grt	0.0604	0.592	0.619
4_1_cts	0.0561	0.592	0.597
6_report	0.0547	0.592	0.585
Power is estimated from default activity; no workload was simulated.
