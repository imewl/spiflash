==> flow/run.sh <==
#!/bin/bash
# OpenROAD 26Q1-2900-gdf79404cd8, Yosys 0.63+post, stock flow scripts
make -C /OpenROAD-flow-scripts/flow DESIGN_CONFIG=/design/flow/config.mk WORK_HOME=/design/flow/orfs finish
==> flow/config.mk <==
export PLATFORM = sky130hd
export DESIGN_NAME = qspi_shifter
export DESIGN_NICKNAME = qspi_shifter
export VERILOG_FILES = /design/flow/design.v
export SDC_FILE = /design/flow/constraint.sdc
export NUM_CORES = 4
export LEC_CHECK = 1
export CORE_UTILIZATION = 30
==> flow/constraint.sdc <==
current_design qspi_shifter

set clk_period 7.9
set clk_io_pct 0.2

create_clock -name clk0 -period $clk_period [get_ports {qspi_clk_i}]

set non_clock_inputs [all_inputs -no_clocks]
set_input_delay [expr $clk_period * $clk_io_pct] -clock clk0 $non_clock_inputs
set_output_delay [expr $clk_period * $clk_io_pct] -clock clk0 [all_outputs]
==> flow/design.v <==
module   qspi_shifter (
                       rst_n_i,
					   qspi_clk_i,
					   qspi_indi_op_st_i,
					   qspi_fmode_i,
					   qspi_admode_i,
					   qspi_imode_i,
					   qspi_dmode_i,
					   qspi_instruction_i,
					   qspi_flash_addr_i,
					   qspi_adsize_i,
					   qspi_dlr_i,
					   qspi_bsy_o,
					   qspi_clk_o,
					   qspi_cs_n_o,
					   qspi_d_o,
					   qspi_d_i,
					   qspi_d_oe,
					   rd_fifo_clr_o,
					   rd_fifo_wrreq_o,
					   rd_fifo_dat_o,
					   wr_fifo_rdreq_o,
					   wr_fifo_dat_i
					   );
input                  rst_n_i;
input                  qspi_clk_i;
input                  qspi_indi_op_st_i;
input [1:0]            qspi_fmode_i;
input [7:0]            qspi_instruction_i;
input [31:0]           qspi_flash_addr_i;
input [1:0]            qspi_admode_i;
input [1:0]            qspi_adsize_i;
input [1:0]            qspi_imode_i;
input [1:0]            qspi_dmode_i;
input [31:0]           qspi_dlr_i;
output                 qspi_bsy_o;
output                 qspi_clk_o;
output                 qspi_cs_n_o;
output [3:0]           qspi_d_o;
input  [3:0]           qspi_d_i;
output [3:0]           qspi_d_oe;
output                 rd_fifo_clr_o;
output                 rd_fifo_wrreq_o;
output [7:0]           rd_fifo_dat_o;
output                 wr_fifo_rdreq_o;
input [7:0]            wr_fifo_dat_i;
parameter    IDLE   = 4'h0,
             START  = 4'h1,   
			 INSTR  = 4'h2,   
			 ADDR   = 4'h3,
			 WR_DA  = 4'h8,
			 RD_DA  = 4'h9;
reg         qspi_bsy_o;
reg [3:0]   qspi_d_o;        
reg [3:0]   qspi_d_oe; 
reg [3:0]   state, next_state;
reg         qspi_cs_n_r;
reg         qspi_cs_n_r1;
reg [7:0]   phase_cnt;
reg [7:0]   qspi_instruction_r;
reg [3:0]   qspi_d_o_r;        
reg [3:0]   qspi_d_oe_r;
reg         qspi_spi_clk_oe_r;
reg         qspi_spi_clk_oe;
reg [32:0]  addr_byte_std;
reg [31:0]  qspi_address_r;
reg [7:0]   rd_fifo_dat_o;
reg [7:0]   qspi_data_r;
reg         wr_fifo_rdreq_o;
reg        end_of_instr;
reg        end_of_addr;
reg        end_of_rddat;
reg        end_of_wrdat;
reg [7:0]   phase_inst_std;
reg [7:0]   phase_addr_std;
reg [7:0]   phase_dat_std;
always@(posedge qspi_clk_i or negedge rst_n_i ) begin
  if(!rst_n_i) begin
    state  <= IDLE;
  end
  else begin
    state  <= next_state;
  end
end
always@(*) begin
  case(state)
  IDLE: begin
    if(qspi_indi_op_st_i)
	  next_state  =  START;
	else
	  next_state  = IDLE;
  end
  START: begin
    if(qspi_imode_i != 2'h0)
      next_state   =  INSTR; 
	else if(qspi_admode_i != 2'h0)
	  next_state   =  ADDR;
	else
	  next_state  = IDLE;
  end
  INSTR: begin
    if(end_of_instr) begin
	  if(qspi_admode_i == 2'b00) begin
	    if(qspi_dmode_i == 2'b00)
	      next_state  = IDLE;
		else if(qspi_fmode_i == 2'b00)
		  next_state  = WR_DA;
		else if(qspi_fmode_i == 2'b01)
		  next_state  = RD_DA;
		else
		  next_state  = IDLE;
	  end
	  else
	    next_state   =  ADDR;
	end
	else
	  next_state   =  INSTR;
  end
  ADDR: begin
    if(end_of_addr) begin
	  if((qspi_dmode_i != 2'b00) && (qspi_fmode_i == 2'b00))
	    next_state = WR_DA;
	  else if((qspi_dmode_i != 2'b00) && (qspi_fmode_i == 2'b01))
	    next_state  = RD_DA;
	  else 
	    next_state  = IDLE;
	end
	else
	  next_state   =  ADDR;
  end
  WR_DA: begin
    if(end_of_wrdat)
	  next_state  = IDLE;
	else
	  next_state  = WR_DA;
  end
  RD_DA: begin
    if(end_of_rddat)
	  next_state  = IDLE;
	else
	  next_state  = RD_DA;
  end
  default: begin
    next_state  = IDLE;
  end
  endcase
end
always@(posedge qspi_clk_i or negedge rst_n_i ) begin
  if(!rst_n_i) begin
    phase_cnt            <=   8'h00;
	qspi_cs_n_r          <=   1'b1;
	qspi_instruction_r   <=   8'h0;
	end_of_instr         <=   1'b0;
	trans_byte_cnt       <=   33'h0;
	qspi_address_r       <=   32'h0;
	end_of_addr          <=   1'b0;
	end_of_wrdat         <=   1'b0;
	end_of_rddat         <=   1'b0;
	qspi_data_r          <=   8'hff;
	wr_fifo_rdreq_o    <=  1'b1;
  end
  else begin
    case(next_state) 
	IDLE : begin
	  phase_cnt          <=   8'h00;
	  qspi_cs_n_r        <= 1'b1;
	  end_of_instr       <= 1'b0;
	  trans_byte_cnt     <= 33'h0;
	  end_of_addr          <=   1'b0;
	end
	START : begin
	  qspi_cs_n_r        <=  1'b0;
	  if(qspi_imode_i != 2'b00) begin  
	    qspi_instruction_r <=  qspi_instruction_i;
	    phase_cnt          <=  phase_inst_std;
		trans_byte_cnt     <=  33'h0;
	  end
	  else if(qspi_admode_i != 2'b00) begin  
	    phase_cnt          <=  phase_addr_std;
		trans_byte_cnt     <=  addr_byte_std;
	    case(qspi_adsize_i)
		2'b00: 	qspi_address_r[31:24]     <=  qspi_flash_addr_i[7:0];  
		2'b01: 	qspi_address_r[31:16]     <=  qspi_flash_addr_i[15:0];  
		2'b10: 	qspi_address_r[31:8]      <=  qspi_flash_addr_i[23:0];  
		2'b11: 	qspi_address_r[31:0]      <=  qspi_flash_addr_i[31:0];  
		endcase
	  end
	  else if(qspi_dmode_i != 2'b00) begin 
	    phase_cnt         <=  phase_dat_std;
		trans_byte_cnt    <=  qspi_dlr_i;
	  end
	  if((qspi_dmode_i != 2'b00) && (qspi_fmode_i == 2'b00))
	    wr_fifo_rdreq_o    <=  1'b0;
	  else
	    wr_fifo_rdreq_o    <=  1'b1;
	end
	INSTR : begin
	  wr_fifo_rdreq_o    <=  1'b1;
	  if(phase_cnt == 8'h0) begin
	    end_of_instr       <= 1'b1;
		if(qspi_admode_i != 2'b00) begin
		  phase_cnt  <=  phase_addr_std;
		  trans_byte_cnt     <=  addr_byte_std;
		end
		else if(qspi_dmode_i != 2'b00) begin
		  phase_cnt  <=  phase_dat_std;
		  trans_byte_cnt     <=  qspi_dlr_i;
		end
	  end
	  else begin
	    phase_cnt  <= phase_cnt - 1'b1;
	    end_of_instr <= 1'b0;
      end
	  case(qspi_imode_i)  
	  2'b00 : begin
	    qspi_instruction_r  <=  8'h0;
	  end
	  2'b01: begin
	    qspi_instruction_r  <=  {qspi_instruction_r[6:0],1'b0};
	  end
	  2'b10: begin
	    qspi_instruction_r  <=  {qspi_instruction_r[5:0], 2'b00};
	  end
	  2'b11: begin
	    qspi_instruction_r  <=  {qspi_instruction_r[3:0], 4'b0000};
	  end
	  default: ;
	  endcase
    end
	ADDR :  begin
	  end_of_instr <= 1'b0;
	  wr_fifo_rdreq_o    <=  1'b1;
	  if(phase_cnt == 8'h0) begin
	    if(trans_byte_cnt == 33'h0) begin  
		  end_of_addr  <= 1'b1;
		  if(qspi_dmode_i != 2'b00) begin
		    phase_cnt  <=  phase_dat_std;
			trans_byte_cnt <= qspi_dlr_i;
		  end
		end
		else begin
		  phase_cnt  <=  phase_addr_std;
		  end_of_addr  <= 1'b0;
		  trans_byte_cnt <= trans_byte_cnt - 1'b1;
		end
	  end
	  else begin
	    phase_cnt  <= phase_cnt - 1'b1;
	  end
	  case(qspi_admode_i)  
	  2'b00 : begin
	    qspi_address_r  <=  8'h0;
	  end
	  2'b01: begin
	    qspi_address_r  <=  {qspi_address_r[30:0],1'b0};
	  end
	  2'b10: begin
	    qspi_address_r  <=  {qspi_address_r[29:0], 2'b00};
	  end
	  2'b11: begin
	    qspi_address_r  <=  {qspi_address_r[27:0], 4'b0000};
	  end
	  default: ;
	  endcase
	end
	WR_DA: begin
	  end_of_instr         <= 1'b0;
	  end_of_addr          <= 1'b0;
	  if(phase_cnt == 8'h0) begin
	    if(trans_byte_cnt == 33'h0) begin  
		  end_of_wrdat  <= 1'b1;
		end
		else begin
		  phase_cnt  <=  phase_dat_std;
		  end_of_wrdat  <= 1'b0;
		  trans_byte_cnt <= trans_byte_cnt - 1'b1;
		end
	  end
	  else begin
	    phase_cnt            <= phase_cnt - 1'b1;
	  end
	  if(phase_cnt == phase_wrdat_std) begin
	    case(qspi_dmode_i)
	    2'b01: qspi_data_r        <= {wr_fifo_dat_i[6:0], 1'b0};
	    2'b10: qspi_data_r        <= {wr_fifo_dat_i[5:0], 2'b00};
	    2'b11: qspi_data_r        <= {wr_fifo_dat_i[3:0], 4'b0000};
		endcase
	  end
	  else begin
	    case(qspi_dmode_i)
	    2'b01: qspi_data_r        <= {qspi_data_r[6:0], 1'b0};
	    2'b10: qspi_data_r        <= {qspi_data_r[5:0], 2'b00};
	    2'b11: qspi_data_r        <= {qspi_data_r[3:0], 4'b0000};  
		endcase
	  end
	end
	RD_DA: begin
	  end_of_instr <= 1'b0;
	  end_of_addr          <=   1'b0;
	  if(phase_cnt == 8'h0) begin
	    if(trans_byte_cnt == 33'h0) begin  
		  end_of_rddat  <= 1'b1;
		end
		else begin
		  phase_cnt  <=  phase_dat_std;
		  end_of_rddat  <= 1'b0;
		  trans_byte_cnt <= trans_byte_cnt - 1'b1;
		end
	  end
	  else begin
	    phase_cnt  <= phase_cnt - 1'b1;
	  end
	  case(qspi_dmode_i)
	  2'b01: rd_fifo_dat_o <= {rd_fifo_dat_o[6:0], qspi_d_i[1]};
	  2'b10: rd_fifo_dat_o <= {rd_fifo_dat_o[5:0], qspi_d_i[1:0]};
	  2'b11: rd_fifo_dat_o <= {rd_fifo_dat_o[3:0], qspi_d_i[3:0]};
	  default: ;
	  endcase
	end
	default: ;
	endcase
  end
end
always@(*) begin
  qspi_d_o_r   = 4'hf;
  qspi_d_oe_r  = 4'h0;
  qspi_spi_clk_oe_r  = 1'b0;
  case(next_state)
  IDLE : begin
    qspi_d_o_r   = 4'hf;
	qspi_d_oe_r  = 4'h0;
	qspi_spi_clk_oe_r  = 1'b0;
  end
  START: begin
    qspi_d_o_r   = 4'hf;
	qspi_d_oe_r  = 4'h0;
	qspi_spi_clk_oe_r  = 1'b0;
  end
  INSTR: begin
    qspi_spi_clk_oe_r  = 1'b1;
    case(qspi_imode_i)
	2'b01: begin
	  qspi_d_o_r   = {3'b111, qspi_instruction_r[7]}; 
	  qspi_d_oe_r  = 4'hd;
	end
	2'b10: begin
	  qspi_d_o_r   = {2'b11, qspi_instruction_r[7:6]}; 
	  qspi_d_oe_r  = 4'hf;
	end
	2'b11: begin
	  qspi_d_o_r   = {qspi_instruction_r[7:4]}; 
	  qspi_d_oe_r  = 4'hf;
	end
	default: begin
	  qspi_d_o_r   = 4'hf;
	  qspi_d_oe_r  = 4'h0;
	end
	endcase
  end
  ADDR: begin
    qspi_spi_clk_oe_r  = 1'b1;
	case(qspi_admode_i)
	2'b01: begin
	  qspi_d_o_r = {3'b111, qspi_address_r[31]};  
	end
	2'b10: begin
	  qspi_d_o_r = {2'b11, qspi_address_r[31:30]};  
	end
	2'b11: begin
	  qspi_d_o_r = {qspi_address_r[31:28]};  
	end
	endcase
  end
  RD_DA: begin
    qspi_spi_clk_oe_r  = 1'b1;
  end
  WR_DA: begin
    qspi_spi_clk_oe_r  = 1'b1;
	if(phase_cnt == phase_wrdat_std) begin  
	  case(qspi_dmode_i)
	  2'b01: qspi_d_o_r  = {3'b111, wr_fifo_dat_i[7]  };
	  2'b10: qspi_d_o_r  = {2'b11,  wr_fifo_dat_i[7:6]};
	  2'b11: qspi_d_o_r  = {wr_fifo_dat_i[7:4]};
	  endcase
	end
	else begin
	  case(qspi_dmode_i)
	  2'b01: qspi_d_o_r  = {3'b111, qspi_data_r[7]  };
	  2'b10: qspi_d_o_r  = {2'b11,  qspi_data_r[7:6]};
	  2'b11: qspi_d_o_r  = {qspi_data_r[7:4]};
	  endcase
	end
  end
  default: begin
    qspi_d_o_r   = 4'hf;
	qspi_d_oe_r  = 4'h0;
	qspi_spi_clk_oe_r  = 1'b0;
  end
  endcase
end
always@(*) begin 
  addr_byte_std = 33'h0;
  phase_inst_std = 8'h0;
  phase_addr_std = 8'h0;
  phase_dat_std  = 8'h0;
  case(qspi_adsize_i)
    2'b00:  addr_byte_std  = 33'h0;
    2'b01:  addr_byte_std  = 33'h1;
    2'b10:  addr_byte_std  = 33'h2;
    2'b11:  addr_byte_std  = 33'h3;
  endcase
  case(qspi_imode_i)
  2'b00: phase_inst_std   =   8'h0;
  2'b01: phase_inst_std   =   8'h07;
  2'b10: phase_inst_std   =   8'h03;
  2'b11: phase_inst_std   =   8'h01;
  endcase
  case(qspi_dmode_i)
  2'b00: phase_dat_std   =   8'h00;  
  2'b01: phase_dat_std   =   8'h07;
  2'b10: phase_dat_std   =   8'h03;
  2'b11: phase_dat_std   =   8'h01;
  endcase
  case(qspi_admode_i)
	2'b01:   phase_addr_std   =   8'h07;  
    2'b10:   phase_addr_std   =   8'h03;  
    2'b11:   phase_addr_std   =   8'h01;  
  endcase
end
always@(*) begin
  if(state == IDLE)
    if(qspi_indi_op_st_i)
	  qspi_bsy_o = 1'b1;
	else 
	  qspi_bsy_o = 1'b0;
  else 
    qspi_bsy_o = 1'b1;
end
always@(negedge qspi_clk_i or negedge rst_n_i ) begin
  if(!rst_n_i) begin
    qspi_cs_n_r1  <= 1'b1;
	qspi_d_o      <= 4'hf;
	qspi_d_oe     <= 4'h0;
  end
  else begin
    qspi_cs_n_r1 <= qspi_cs_n_r;
	qspi_d_o     <= qspi_d_o_r;
	qspi_d_oe    <= qspi_d_oe_r;
  end
end
always@(negedge qspi_clk_i or negedge rst_n_i ) begin
  if(!rst_n_i) begin
    qspi_spi_clk_oe  <= 1'b1;
  end
  else begin
    qspi_spi_clk_oe   <= qspi_spi_clk_oe_r;
  end
end
assign rd_fifo_clr_o = ((next_state == START) && (qspi_fmode_i == 2'b01))?1'b0:1'b1;
assign rd_fifo_wrreq_o = ((state == RD_DA) && (phase_cnt == 8'h07))?1'b0:1'b1;
assign qspi_clk_o  = qspi_spi_clk_oe?qspi_clk_i:1'b0;
assign qspi_cs_n_o = qspi_cs_n_r && qspi_cs_n_r1;
endmodule 
==> run notes <==
Results of the flow run.

The standby leakage power stands at 3.088 nW. TritonCTS built the clock tree. Looking at the cell usage after synthesis, the top flip-flop cell is sky130_fd_sc_hd__dfrtp_1. The required time reported for the critical path endpoint stands at 4.40 ns. The total of cells resized after clock tree synthesis stands at 0. Counting distinct cell types in the post-synthesis netlist gives 70. Tracing the worst setup path back leads to its startpoint at qspi_imode_i[1]. Once iteration 0 of detailed routing completed, the report listed between 500 and 600 DRC markers. The minimum setup slack in the final design stands at about 0.50 ns. For reference, the most critical setup path is categorized as in2reg. Global route summary, busiest routing layer listed as met2. The largest net degree at the start of global routing stands at 43. The number of endpoints with negative hold slack in the final report stands at 0. The post-CTS clock slew at the launch and capture registers of the worst setup and hold paths stands at 0.06 ns. According to the floorplan report, the die height is 144.6 microns.

Total global-route track usage over all layers is 18.63%. The worst hold path begins at qspi_data_r[7]. The overall die area stands at 20900 sq um.

The synthesized area per cell stands at 8.387 sq um. The chip area in the Yosys report stands at 6097 sq um. The number of diodes added for antenna fixing stands at 0. Counting flops with a built-in enable in the synthesized netlist gives 8. In this run the cell area of the synthesized design comes to 6097 sq um. The count of instantiated cells in the yosys netlist stands at 727. For this sky-water flow run, the detailed-routed wirelength per cell is reported as between 15 and 20 microns. The report puts the hold buffer count at CTS at 0. Yosys printed 15 warnings. The warning total across the stage logs stands at between 70 and 80. The number of max-capacitance violations reported stands at 0. The initial utilization of the core area, before any placement, comes to 30.92%. The first TritonRoute pass finished after 12 iterations.

Per the GRT congestion report, total overflow comes to 0. The placeable core region stands at 19720 sq um. Setup repair after global routing left no endpoint under its margin.

The critical path's slowest stage uses the library cell sky130_fd_sc_hd__clkdlybuf4s50_1. Per the gpl log, the routability congestion estimate is 0.8905. STA classifies the critical path startpoint as an input pin. The cell row count stands at 51.

The number of remaining DRC errors stands at 0. Port buffering added 87 buffers. The wire length of the first global-routing pass stands at 29790 microns. The run finished with clean final reports.

In the synthesized netlist the async set-or-reset flop fraction comes to 90.59%. The worst hold path belongs to the class reg2reg. The final timing report counts setup violations totalling 0. The library cell used most frequently in the layout, excluding fill and tap cells, is sky130_fd_sc_hd__a21oi_1. According to the floorplan report, the die width is 144.6 microns.

The insertion delay to the later sink of the worst-skew pair stands at 0.53 ns. The number of instances in the synthesized netlist stands at just over 700. Cells fill roughly two fifths of the core in the end. Per the final report, max-transition violations number 0. The worst relative slew slack stands at 46.24%. The most common logic cells in the final layout are sky130_fd_sc_hd__a21oi_1, sky130_fd_sc_hd__clkdlybuf4s50_1, sky130_fd_sc_hd__nor2_1. The wire-length estimate of the detail-placed layout is 13030 microns. met1 track demand over resource after global routing is 27.32%. The post-synthesis register bit count stands at 85.

On the critical path the data arrives at 3.90 ns. The report lists the power per cell area as between 100 and 150 nW/um^2. Sequential cells were found to cover between 30 and 40% of the synthesized design area. The filler cell count in the final layout stands at between 1.5k and 2k.

The global routing report lists met3 layer usage as 4.450%. Prior to clock tree synthesis, the placed netlist has a worst setup slack of -0.03994 ns. In this run the layout overhead on the synthesized area is reported as 28.91%.

The maximum fanout along the worst path stands at 3. Summing over every cut layer, the via total after detailed routing is 6024. The script logs the ratio of routed vias to standard cells as 5.506. Nets still carrying antenna violations after routing amount to 0. STA classifies the critical path endpoint as a flop.

The count of boundary I/O pins stands at around 120. The peak per-stage delay on the critical path stands at 0.50 ns. The post-route netlist has 14.48% of its cells at a drive strength greater than 1.

The global routing usage on met2 stands at 28.74%. The total routed wirelength stands at 18490 microns. The number of setup buffers added after CTS is 0. The slew of the pin with the lowest slew margin stands at approximately 0.80 ns. The launch point of the worst register-to-register path is recorded as phase_cnt[4].

The worst-case IR drop observed on VDD is 0.1138 mV. The initial antenna violation count was 0. The clock skew after layout stands at 0.07179 ns.

The number of global-route vias before repair came to 5710. The cell sequence reported for the critical path is clkdlybuf4s50_1 -> inv_1 -> ha_1 -> a22oi_1 -> o22a_2 -> inv_2 -> nor2_4 -> nand2_1 -> buf_4 -> a2111oi_0 -> a21oi_1 -> nand2b_1.
-- final timing paths --
kind / cells after the start / slack, ns / endpoint
max: 12 / 0.50 / qspi_d_o[0]
min: 2 / 0.47 / qspi_data_r[7]
max in group asynchronous: 1 / 2.55 / qspi_d_o[1]
min in group asynchronous: 1 / 1.09 / qspi_instruction_r[3]
max reg2reg: 6 / 1.33 / qspi_d_o[0]
min reg2reg: 2 / 0.47 / qspi_data_r[7]
-- metrics by stage --
stage	total power, mW	instance area (sq um)	hold WS (ns)	setup TNS (ns)	std cells
5_1_grt	1.195	7860	0.5085	0	1094
3_5_place_dp	0.6091	7431	0.4581	-0.03994	1070
6_report	1.154	7860	0.4730	0	1094
4_1_cts	1.165	7860	0.4709	0	1094
3_3_place_gp	0.6101	7431	0.4498	-0.03975	1070
2_1_floorplan	0.5301	6097	0.4413	0	727
-- cells in the mapped netlist (3+ instances only) --
library cell / instances / area share [%]
sky130_fd_sc_hd__a211oi_1: 7 / 0.86
sky130_fd_sc_hd__a21o_1: 5 / 0.62
sky130_fd_sc_hd__a21oi_1: 100 / 8.2
sky130_fd_sc_hd__a221oi_1: 4 / 0.57
sky130_fd_sc_hd__a222oi_1: 41 / 6.7
sky130_fd_sc_hd__a22o_1: 3 / 0.43
sky130_fd_sc_hd__a22oi_1: 33 / 4.1
sky130_fd_sc_hd__a2bb2oi_1: 3 / 0.43
sky130_fd_sc_hd__a31oi_1: 3 / 0.31
sky130_fd_sc_hd__and2_1: 4 / 0.41
sky130_fd_sc_hd__buf_2: 14 / 1.1
sky130_fd_sc_hd__clkbuf_1: 41 / 2.5
sky130_fd_sc_hd__dfrtp_1: 58 / 24
sky130_fd_sc_hd__dfstp_2: 17 / 7.3
sky130_fd_sc_hd__edfxtp_1: 8 / 3.9
sky130_fd_sc_hd__ha_1: 20 / 4.1
sky130_fd_sc_hd__inv_1: 20 / 1.2
sky130_fd_sc_hd__inv_2: 3 / 0.18
sky130_fd_sc_hd__mux2_2: 14 / 2.6
sky130_fd_sc_hd__mux2i_1: 8 / 1.3
sky130_fd_sc_hd__nand2_1: 63 / 3.9
sky130_fd_sc_hd__nand2b_1: 8 / 0.82
sky130_fd_sc_hd__nand3_1: 13 / 1.1
sky130_fd_sc_hd__nor2_1: 82 / 5.0
sky130_fd_sc_hd__nor2_4: 3 / 0.55
sky130_fd_sc_hd__nor2b_1: 6 / 0.62
sky130_fd_sc_hd__nor3_1: 37 / 3.0
sky130_fd_sc_hd__nor4_1: 3 / 0.31
sky130_fd_sc_hd__o211ai_1: 6 / 0.74
sky130_fd_sc_hd__o21ai_0: 19 / 1.6
sky130_fd_sc_hd__o21ai_1: 13 / 1.1
sky130_fd_sc_hd__o22ai_1: 3 / 0.31
sky130_fd_sc_hd__o2bb2ai_1: 8 / 1.1
sky130_fd_sc_hd__o31ai_1: 3 / 0.37
sky130_fd_sc_hd__or3_1: 5 / 0.51
-- cell families after synthesis --
family          count (synthesis)  share of synthesized area [%]
compound gates                279                          31.95
xor+xnor                        1                         0.1437
fa+ha+maj                      21                          4.268
buf+inv                        84                          5.705
flops                          85                          35.89
mux                            23                          4.084
simple gates                  234                          17.96
-- registers in the layout, summed over array words and instances, names as in the netlist, 2 cells and up --
signal / flops
phase_cnt: 8
qspi_address_r: 32
qspi_d_o: 4
qspi_d_oe: 2
qspi_data_r: 8
qspi_instruction_r: 8
rd_fifo_dat_o: 8
state: 6
-- report_power, final --
part	switching [mW]	internal (mW)
combinational	0.0827	0.0712
clock	0.203	0.354
sequential	0.000868	0.442
total	0.287	0.867
-- critical path: cells and delay by family --
kind	cells	cell delay, ns
fa+ha+maj	1	0.19
compound gates	4	1.00
simple gates	3	0.34
buf+inv	4	0.79
-- area by class of cell --
| cell class | instances | area, sq um | area share, % |
|---|---|---|---|
| multi-input cells | 558 | 3570 | 45.42 |
| flip-flops and latches | 85 | 2188 | 27.84 |
| repair buffers | 137 | 1241 | 15.79 |
| clock buffers | 16 | 364.1 | 4.632 |
| well taps | 265 | 331.6 | 4.218 |
| inverters | 23 | 86.33 | 1.098 |
| clock inverters | 10 | 78.83 | 1.003 |
-- routing by layer --
metal,routed length [microns],share of wire (%),vias to the layer above
li1,-,-,2959
met1,8501,46,2813
met2,8319,45,227
met3,1359,7.4,25
met4,308,1.7,0
met5,0,0,-
Power is estimated from default activity; no workload was simulated.
