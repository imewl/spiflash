<file path="flow/config.mk">
export PLATFORM = sky130hd
export DESIGN_NAME = qspi_ahb_slave_itf
export DESIGN_NICKNAME = qspi_ahb_slave_itf
export VERILOG_FILES = /design/flow/design.v
export SDC_FILE = /design/flow/constraint.sdc
export NUM_CORES = 4
export LEC_CHECK = 1
export CORE_UTILIZATION = 40
</file>
<file path="flow/constraint.sdc">
current_design qspi_ahb_slave_itf

set clk_period 3.2
set clk_io_pct 0.2

create_clock -name clk0 -period $clk_period [get_ports {hclk_i}]

set non_clock_inputs [all_inputs -no_clocks]
set_input_delay [expr $clk_period * $clk_io_pct] -clock clk0 $non_clock_inputs
set_output_delay [expr $clk_period * $clk_io_pct] -clock clk0 [all_outputs]
</file>
<file path="flow/design.v">
module qspi_ahb_slave_itf (
  hclk_i,
  hresetn_i,
  haddr_i,
  htrans_i,
  hwdata_i,
  hwrite_i,
  hsize_i,
  hburst_i,
  hsel_i,
  hready_i,
  qspi_hready_o,
  qspi_hresp_o,
  qspi_hrdata_o,
  qspi_select_o,
  qspi_val_r_o,
  qspi_addr_r_o,
  qspi_rd_r_o, 
  qspi_ben_r_o,
  qspi_wdata_o,
  qspi_rdata_i,
  qspi_ack_i,
  qspi_bsy_i
);
input         hclk_i;          
input         hresetn_i;       
input  [31:0] haddr_i;         
input  [1:0]  htrans_i;        
input  [31:0] hwdata_i;        
input         hwrite_i;        
input  [2:0]  hsize_i;         
input  [2:0]  hburst_i;        
input         hsel_i;          
input         hready_i;        
output        qspi_hready_o;    
output [1:0]  qspi_hresp_o;     
output [31:0] qspi_hrdata_o;    
output        qspi_select_o;    
output        qspi_val_r_o;
output [31:0] qspi_addr_r_o;
output        qspi_rd_r_o; 
output [3:0]  qspi_ben_r_o;
output [31:0] qspi_wdata_o;
input  [31:0] qspi_rdata_i;     
input         qspi_ack_i;       
input         qspi_bsy_i;
wire        hready_i;
reg         qspi_val_r_o;
reg  [31:0] qspi_addr_r_o;
reg         qspi_rd_r_o; 
reg  [3:0]  qspi_ben_r_o;
wire        qspi_select_o;
reg         qspi_val_c;
reg  [31:0] qspi_addr_c;
reg         qspi_rd_c; 
reg  [3:0]  qspi_ben_c;
reg         qspi_select_c;
wire        tx_wrcfrm_zero_full;
reg         tx_wrcfrm_zero_full_d;
parameter LO = 1'b0;
parameter HI = 1'b1;
parameter IDLE  = 2'b00;
parameter BUSY  = 2'b01;
parameter NSEQ  = 2'b10;
parameter SEQ   = 2'b11;
parameter SINGLE = 3'b000;
parameter INCR   = 3'b001;
parameter WRAP4  = 3'b010;
parameter INCR4  = 3'b011;
parameter WRAP8  = 3'b100;
parameter INCR8  = 3'b101;
parameter WRAP16 = 3'b110;
parameter INCR16 = 3'b111;
parameter BYTE  = 3'b000;
parameter WORD  = 3'b001;
parameter DWORD = 3'b010;
parameter OKAY  = 2'b00;
parameter ERROR = 2'b01;
parameter RETRY = 2'b10;
parameter SPLIT = 2'b11;
parameter ICTRL_READY = 2'b00;
parameter ICTRL_DATA  = 2'b01;
parameter ICTRL_ERROR = 2'b10;
reg [1:0]  ictrl_state;          
reg [1:0]  ictrl_state_c;
reg        hready_c;             
reg [1:0]  hresp_c;              
reg [31:0] hrdata_c;             
reg        hready_r;             
reg [1:0]  hresp_r;              
reg [31:0] hrdata_r;             
reg        qspi_select_r;
assign qspi_hready_o = hready_c;
assign qspi_hrdata_o = hrdata_c;
assign qspi_hresp_o  = hresp_c;
assign  qspi_select_o = qspi_select_c;
assign qspi_wdata_o = hwdata_i;
assign tx_wrcfrm_zero_full = 1'b0; 
always @ (posedge hclk_i or negedge hresetn_i) begin  
  if (~hresetn_i) begin
    hready_r     <= HI;
    hresp_r      <= 2'b00;
    hrdata_r     <= 32'h0000_0000;
    qspi_select_r <= LO;
    qspi_val_r_o  <= LO;
    qspi_rd_r_o   <= LO;
    qspi_addr_r_o <= 32'h0000_0000;
    qspi_ben_r_o  <= 4'b0000;
    ictrl_state  <= ICTRL_READY;
  end
  else begin
    hready_r     <= hready_c;
    hresp_r      <= hresp_c;
    hrdata_r     <= hrdata_c;
    qspi_select_r <= qspi_select_c;
    qspi_val_r_o  <= qspi_val_c;
    qspi_rd_r_o   <= qspi_rd_c;
    qspi_addr_r_o <= qspi_addr_c;
    qspi_ben_r_o  <= qspi_ben_c;
    ictrl_state  <= ictrl_state_c;
  end
end
always @ (ictrl_state or hsel_i or htrans_i or hready_i or hburst_i or
          hsize_i or hwrite_i or haddr_i or qspi_ack_i or qspi_rdata_i or
          qspi_val_r_o or qspi_rd_r_o or qspi_addr_r_o or qspi_ben_r_o or
          qspi_select_r or hrdata_r or hready_r or hresp_r or 
          tx_wrcfrm_zero_full or tx_wrcfrm_zero_full_d or qspi_bsy_i
) begin
  case (ictrl_state) // synopsys parallel_case
    ICTRL_READY : begin
      if(tx_wrcfrm_zero_full_d) begin
        hready_c      = HI;
        hresp_c       = ERROR;
        ictrl_state_c = ictrl_state;
        qspi_addr_c    = qspi_addr_r_o;
        qspi_ben_c     = qspi_ben_r_o;
        qspi_rd_c      = qspi_rd_r_o;
        qspi_select_c  = qspi_select_r;
        qspi_val_c     = qspi_val_r_o;
        hrdata_c      = hrdata_r;
      end
      else if (hsel_i) begin
        if ( (htrans_i == NSEQ ) & hready_i) begin
          hready_c     = HI;
          qspi_select_c = HI;
		  if ((hburst_i == SINGLE | hburst_i == INCR) & 
		  (hsize_i == BYTE | hsize_i == WORD | hsize_i == DWORD) )   begin
            if (tx_wrcfrm_zero_full)
              hresp_c    = ERROR;
            else
              hresp_c    = OKAY;
            qspi_val_c  = HI;
            qspi_rd_c   = ~hwrite_i;
            qspi_addr_c = {haddr_i [31:2], 2'b00};
            case (hsize_i) // synopsys parallel_case
              BYTE : begin
                case (haddr_i [1:0])
                  2'b00 : qspi_ben_c [3:0] = 4'b0001;
                  2'b01 : qspi_ben_c [3:0] = 4'b0010;
                  2'b10 : qspi_ben_c [3:0] = 4'b0100;
                  2'b11 : qspi_ben_c [3:0] = 4'b1000;
                endcase
              end
              WORD : begin
                case (haddr_i [1])
                  1'b0 : qspi_ben_c [3:0] = 4'b0011;
                  1'b1 : qspi_ben_c [3:0] = 4'b1100;
                endcase
              end
              default : begin
                qspi_ben_c [3:0] = 4'b1111;
              end
            endcase
            ictrl_state_c = ICTRL_DATA;
          end
          else begin
            qspi_val_c = qspi_val_r_o;
            qspi_rd_c = qspi_rd_r_o;
            hresp_c       = ERROR;
            ictrl_state_c = ICTRL_ERROR;
            qspi_addr_c = qspi_addr_r_o;
            qspi_ben_c = qspi_ben_r_o;
          end
        end
        else if ((htrans_i == SEQ | htrans_i == BUSY) & hready_i) begin
          hready_c      = LO;
          hresp_c       = ERROR;
          ictrl_state_c = ICTRL_ERROR;
          qspi_val_c = qspi_val_r_o;
          qspi_rd_c = qspi_rd_r_o;
          qspi_select_c = qspi_select_r;
          qspi_addr_c = qspi_addr_r_o;
          qspi_ben_c = qspi_ben_r_o;
        end
        else begin
          if (hready_i)
            qspi_select_c = HI;
          else
            qspi_select_c = LO;
          hresp_c    = OKAY;
          hready_c   = HI;
          qspi_val_c  = LO;
          ictrl_state_c = ictrl_state;
          qspi_rd_c = qspi_rd_r_o;
          qspi_addr_c = qspi_addr_r_o;
          qspi_ben_c = qspi_ben_r_o;
        end
        hrdata_c = hrdata_r;
      end
      else begin  
        hresp_c    = OKAY;
        qspi_val_c  = LO;
        hready_c   = HI;
        qspi_select_c = LO;
        hrdata_c = hrdata_r;
        ictrl_state_c = ictrl_state;
        qspi_rd_c = qspi_rd_r_o;
        qspi_addr_c = qspi_addr_r_o;
        qspi_ben_c = qspi_ben_r_o;
      end
    end
	ICTRL_DATA : begin
      if( tx_wrcfrm_zero_full || (!qspi_ack_i))  
        hready_c  = LO; 
      else 
        hready_c  = HI; 
	  if (hsel_i & (htrans_i == SEQ) & hready_i) begin
		if (qspi_ack_i) begin
           hrdata_c  = qspi_rdata_i;
           qspi_val_c = HI;
        end
		else begin
		   hrdata_c = hrdata_r;
           qspi_val_c = qspi_val_r_o;
		end
		ictrl_state_c = ICTRL_DATA;
	  end
      else begin
		if (qspi_ack_i) begin
           hrdata_c  = qspi_rdata_i;
           qspi_val_c = LO;
           ictrl_state_c = ICTRL_READY;
        end
		else begin 
           hrdata_c = hrdata_r;
           qspi_val_c = qspi_val_r_o;
           ictrl_state_c = ictrl_state;
		end
      end
      if (tx_wrcfrm_zero_full_d || tx_wrcfrm_zero_full) 
        hresp_c = ERROR;
      else
        hresp_c = OKAY;
	if (htrans_i == SEQ )
	  begin 
		qspi_addr_c = {haddr_i [31:2], 2'b00};
		case (hsize_i) // synopsys parallel_case
              BYTE : begin
                case (haddr_i [1:0])
                  2'b00 : qspi_ben_c [3:0] = 4'b0001;
                  2'b01 : qspi_ben_c [3:0] = 4'b0010;
                  2'b10 : qspi_ben_c [3:0] = 4'b0100;
                  2'b11 : qspi_ben_c [3:0] = 4'b1000;
                endcase
              end
              WORD : begin
                case (haddr_i [1])
                  1'b0 : qspi_ben_c [3:0] = 4'b0011;
                  1'b1 : qspi_ben_c [3:0] = 4'b1100;
                endcase
              end
              default : begin
                qspi_ben_c [3:0] = 4'b1111;
              end
        endcase
	  end
	else
	  begin
		qspi_addr_c = qspi_addr_r_o;
		 qspi_ben_c = qspi_ben_r_o;
	  end
      qspi_rd_c = qspi_rd_r_o;
      qspi_select_c = qspi_select_r;
    end
    ICTRL_ERROR : begin
      hready_c      = HI;
      ictrl_state_c = ICTRL_READY; 
      hrdata_c = hrdata_r;
      qspi_val_c = qspi_val_r_o;
      hresp_c = hresp_r;
      qspi_rd_c = qspi_rd_r_o;
      qspi_select_c = qspi_select_r;
      qspi_addr_c = qspi_addr_r_o;
      qspi_ben_c = qspi_ben_r_o;
    end
    default : begin
      hready_c   = hready_r;
      qspi_select_c = qspi_select_r;
      hresp_c    = OKAY;
      hrdata_c   = 32'h0000_0000;
      qspi_val_c  = LO;
      qspi_rd_c   = LO;
      qspi_addr_c = 32'h0000_0000;
      qspi_ben_c  = 4'b0000;
      ictrl_state_c  = ICTRL_READY;
    end
  endcase
end
   always @ (posedge hclk_i or negedge hresetn_i) begin  
  if (~hresetn_i) begin
    tx_wrcfrm_zero_full_d <= 0;
  end else begin
    tx_wrcfrm_zero_full_d <= tx_wrcfrm_zero_full;
  end
end      
endmodule
</file>
<file path="flow/run.sh">
#!/bin/bash
# OpenROAD 26Q1-2900-gdf79404cd8, Yosys 0.63+post, stock flow scripts
make -C /OpenROAD-flow-scripts/flow DESIGN_CONFIG=/design/flow/config.mk WORK_HOME=/design/flow/orfs finish
</file>
==> results_dict.tcl <==
# metrics dict for downstream scripts
set metrics [dict create \
    core_util_floorplan 0.415 \
    drt_iter0_drc 101 \
    cpMostUsedCell "clkdlybuf4s50_1" \
    stdcell_area_um2 5000 \
    dpl-instance-area_um2 4790 \
    tritoncts "done" \
    tightest_slew_ps 525 \
    maxSlewHeadroom 0.649 \
    rsz0062_at_grt "false" \
    adder_share 0.00292 \
    path_cells "clkdlybuf4s50_1 -> nor2b_1 -> nand3_1 -> o21bai_1 -> a21o_1 -> clkdlybuf4s50_1" \
    rr_endpoint "qspi_addr_r_o[2]" \
    cts_root_buf "clkbuf_8" \
    ys_chip_area_um2 3420 \
    r2r-start "ictrl_state[2]" \
    top_cells_by_area "dfrtp_1 (53%), mux2i_1 (9.1%), a22o_1 (8.2%)" \
    final-hold-violation-count 0 \
    postCtsHoldBufs 0 \
    min_period_ps 3010 \
    ys_types 40 \
    yosys_cells 307 \
    top_area_cell "dfrtp_1" \
    final_util 0.606 \
    cp_top_family "buffers and inverters" \
    drive_gt1_frac 0.0744 \
    grt_max_degree 34 \
    avgSynthCellArea_um2 11.2 \
    ant_nets 0 \
    post_cts_resize_count 0 \
    grtUsageTotal 0.185 \
    arrival_ps 2370 \
    edf_count 0 \
    grt_pass1_wl_um 12400 \
    async_flop_share 1.00 \
    vdd.ir_drop.worst_v 0.000267 \
    dieArea_um2 8930 \
    worst_ep_required_time_ps 2560 \
    ys_sh_mux 0.101 \
    logic_family "buffers and inverters" \
    status "complete, no violations" \
    drv_slew 0 \
    ys_sh_xor 0 \
    num_io_pins 217 \
    ys.flops 75 \
    ff2ff_setup_slack_ps 1310 \
    cts_max_path_buffers 2 \
    max_stage_delay_ps 540 \
    crit_buf_inv 2 \
    die_height_um 94.5 \
    p_per_area_nw_per_um2 599 \
    cellLeakagePower_nw 2.30 \
    antenna_found_initial 0 \
    dpl.hpwl_um 5480 \
    crit_type "primary input to primary output" \
    cts_made_buffers 9 \
    portBuffers 148 \
    critPathMaxFanout 8 \
    htreeDepth 3 \
    post-cts-setup-buffer-count 0 \
    top_area_frac 0.534 \
    via_count 2580 \
    clkLatencyLatePin_ps 330 \
    ff_type "dfrtp_1" \
    post-route-period-util 0.940 \
    grt_pass1_vias 2569 \
    routed_wl_um 7820 \
    cp_slowest_cell "clkdlybuf4s50_1" \
    hp-class "primary input to asynchronous set/reset pin" \
    wire_per_inst_um 14.6 \
    syn_inst 307 \
    fin_skew_ps 7.05 \
    cp.depth 6 \
    warnings 27 \
    num_rows 33 \
    num_antenna_cells 0 \
    max_cap_violations 0 \
    grt-ovfl-total 0 \
    r2r_cells 5 \
    fmax_mhz 332 \
    ys_sh_simple 0.0702 \
    netlist_area_um2 3420 \
    crit_path_end_kind "primary output" \
    aoi_share 0.136 \
    route.detailed.drc 0 \
    cts_sinks 75 \
    critPathLaunchType "primary input" \
    cts.clk_slew.worst_paths_ps 80 \
    area_growth_syn_to_layout_pct 46.1 \
    setup-tns-final_ps 0 \
    core_area_um2 8260 \
    via_per_inst 4.82 \
    place.gp.congestion 0.793 \
    ys_seq_share 0.549 \
    ys.warnings.count 2 \
    setup_violations 0 \
    dr.pass1.iters 4 \
    die_x_um 94.5 \
]
-- sequential cells by signal (all words and copies together), names as in the netlist --
name	cells
qspi_ben_r_o	4
qspi_val_r_o	1
hready_r	1
qspi_addr_r_o	30
hrdata_r	32
hresp_r	2
qspi_rd_r_o	1
qspi_select_r	1
ictrl_state	3
-- layout by cell type (no fill, tap or decap), types with 2 or more instances in the layout --
cell type        count
buf_4                8
nor2b_1              3
nor2_1               3
mux2_1               3
mux2i_1             31
dfrtp_1             73
buf_12               2
conb_1               2
clkdlybuf4s50_1    147
nand4_1              2
dfstp_2              2
inv_1               36
nand2_1             35
a21oi_1              5
clkbuf_8             9
o21bai_1             2
o21ai_0              5
and2_1               2
clkinv_2             4
bufinv_16            2
a22o_1              32
-- through the flow --
stage	hold slack [ps]	setup slack, ps	power (W)	instances
4_1_cts	162	200	0.00305	535
3_3_place_gp	461	241	0.00225	519
5_1_grt	180	91.9	0.00320	535
6_report	167	191	0.00299	535
2_1_floorplan	344	1170	0.00167	308
3_5_place_dp	469	217	0.00226	519
-- area by class of cell --
type,instances,area [um^2]
clock buffers,10,128
well taps,105,131
multi-input cells,146,1080
fillers,680,3260
clock inverters,6,80.1
inverters,36,135
repair buffers,157,1570
flip-flops and latches,75,1880
-- cell usage after synthesis (2+ instances only) --
| master | number |
|---|---|
| nand2_1 | 35 |
| inv_1 | 36 |
| a22o_1 | 32 |
| nand4_1 | 2 |
| buf_2 | 3 |
| buf_4 | 34 |
| a21oi_1 | 5 |
| and2_1 | 2 |
| buf_6 | 3 |
| mux2i_1 | 31 |
| o21bai_1 | 2 |
| nor2b_1 | 3 |
| dfrtp_1 | 73 |
| clkbuf_1 | 10 |
| dfstp_2 | 2 |
| mux2_1 | 3 |
| o21ai_0 | 5 |
| nor2_1 | 4 |
-- metal layers --
layer | routed length (um) | vias to the layer above | share of wire | GRT usage
li1 | - | 1229 | - | -
met1 | 3410 | 1221 | 0.44 | 0.273
met2 | 3300 | 118 | 0.42 | 0.266
met3 | 1030 | 12 | 0.13 | 0.0850
met4 | 89 | 0 | 0.011 | 0.0253
met5 | 0 | - | 0 | 0
-- worst register-to-register path, cell delays in order, from the launching register on --
cell	delay, ps
dfrtp_1	480
a21boi_1	180
a2111oi_2	450
o21ai_4	250
buf_4	280
mux2i_1	130
-- how the worst max path moves through the flow --
stage                from               to
finish        htrans_i[0]  qspi_hresp_o[0]
global route  htrans_i[0]  qspi_hresp_o[0]
CTS           htrans_i[0]  qspi_hresp_o[0]
-- logic make-up (layout without fill, tap and decap cells) --
group / count (synthesis) / count (layout)
flops: 75 / 75
simple gates: 53 / 53
compound gates: 56 / 56
buf+inv: 87 / 209
fa+ha+maj: 1 / 1
mux: 34 / 34
other cells: 1 / 2
-- where the power goes --
part / internal [W] / leakage [nW] / switching (W)
logic: 0.000624 / 1.18 / 0.000345
registers: 0.00116 / 1.01 / 0.000102
clock network: 0.000434 / 0.110 / 0.000334
Power figures rest on the tool's default switching activity, not on a simulated workload.
